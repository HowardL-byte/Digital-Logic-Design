File: flow/design.v
module Lab_2(s,l);
input [0:3] s;   
output [0:6] l;  
assign l [0] = (~s[0] & ~s[1] & ~s[2] & s[3])|
(~s[0] & s[1] & ~s[2] & ~s[3])|
(s[0] & ~s[1] & s[2] & s[3])  |
(s[0] & s[1] & ~s[2] & s[3]);
assign l [1] = (~s[0] & s[1] & ~s[2] & s[3])|
(~s[0] & s[1] & s[2] & ~s[3])|
(s[0] & ~s[1] & s[2] & s[3]) |
(s[0] & s[1] & ~s[2] & ~s[3])|
(s[0] & s[1] & s[2] & ~s[3]) |
(s[0] & s[1] & s[2] & s[3]);
assign l [2] = (~s[0] & ~s[1] & s[2] & ~s[3])|
(s[0] & s[1] & ~s[2] & ~s[3]) |
(s[0] & s[1] & s[2] & ~s[3])  |
(s[0] & s[1] & s[2] & s[3]);
assign l [3] = (~s[0] & ~s[1] & ~s[2] & s[3])|
(~s[0] & s[1] & ~s[2] & ~s[3])|
(~s[0] & s[1] & s[2] & s[3])  |
(s[0] & ~s[1] & s[2] & ~s[3]) |
(s[0] & s[1] & s[2] & s[3]);
assign l [4] = (~s[0] & ~s[1] & ~s[2] & s[3])|
(~s[0] & ~s[1] & s[2] & s[3]) |
(~s[0] & s[1] & ~s[2] & ~s[3])|
(~s[0] & s[1] & ~s[2] & s[3]) |
(~s[0] & s[1] & s[2] & s[3])  |
(s[0] & ~s[1] & ~s[2] & s[3]);
assign l [5] = (~s[0] & ~s[1] & ~s[2] & s[3])|
(~s[0] & ~s[1] & s[2] & ~s[3])|
(~s[0] & ~s[1] & s[2] & s[3]) |
(~s[0] & s[1] & s[2] & s[3])  |
(s[0] & s[1] & ~s[2] & s[3]);
assign l [6] = (~s[0] & ~s[1] & ~s[2] & ~s[3])|
(~s[0] & ~s[1] & ~s[2] & s[3]) |
(~s[0] & s[1] & s[2] & s[3])   |
(s[0] & s[1] & ~s[2] & ~s[3]);
endmodule
File: flow/run.sh
#!/bin/bash
# OpenROAD 26Q1-2900-gdf79404cd8, Yosys 0.63+post, stock flow scripts
make -C /OpenROAD-flow-scripts/flow DESIGN_CONFIG=/design/flow/config.mk WORK_HOME=/design/flow/orfs finish
File: flow/config.mk
export PLATFORM = sky130hd
export DESIGN_NAME = Lab_2
export DESIGN_NICKNAME = Lab_2
export VERILOG_FILES = /design/flow/design.v
export SDC_FILE = /design/flow/constraint.sdc
export NUM_CORES = 4
export LEC_CHECK = 1
export CORE_AREA = 10 10 70 70
export DIE_AREA = 0 0 80 80
File: flow/constraint.sdc
current_design Lab_2

set clk_period 1.3
set clk_io_pct 0.2

create_clock -name clk0 -period $clk_period

set non_clock_inputs [all_inputs -no_clocks]
set_input_delay [expr $clk_period * $clk_io_pct] -clock clk0 $non_clock_inputs
set_output_delay [expr $clk_period * $clk_io_pct] -clock clk0 [all_outputs]
==> results.sh <==
# source this file to load flow results
export IMPL_outcome="finished clean"
export IMPL_ys_warn_count=0
export IMPL_rsz0062_at_grt="yes"
export IMPL_ys_cells=34
export IMPL_top_cell_area_share_pct=9.554
export IMPL_critPathLaunchType="input pin"
export IMPL_ios=11
export IMPL_grt_pass1_wl_um=1317
export IMPL_dp_slack_ps=-858.4
export IMPL_grt_pass1_vias=265
export IMPL_postLayoutCellArea_um2=464.2
export IMPL_worstMarginPinSlew_ps=270.3
export IMPL_slew_headroom_pct=81.94
export IMPL_fmax_mhz=785.5
export IMPL_lay_top_cells="buf_4, buf_2, buf_6"
export IMPL_flops=0
export IMPL_required_ps=1040
export IMPL_end_kind="output port"
export IMPL_drtIter0Drc=2
export IMPL_dr_pass1_iters=4
export IMPL_synthCells=34
export IMPL_grt_util_all_layers_pct=2.424
export IMPL_via_per_inst=2.909
export IMPL_mi_logic_area_um2=219.0
export IMPL_final_layout_size_suffix_gt1_share_pct=67.92
export IMPL_slew_viol_final=0
export IMPL_vdd_drop_max_uv=110.5
export IMPL_chipArea_mm2=0.006400
export IMPL_globalplace_congestion=0.7535
export IMPL_drc_errors=0
export IMPL_period_used_pct=97.93
export IMPL_syn_area_per_cell_um2=5.778
export IMPL_syn_cell_area_um2=196.4
export IMPL_placed_area_um2=405.4
export IMPL_layout_top_cell="buf_4"
export IMPL_core_mm2=0.003416
export IMPL_fin_crit_ps=1273
export IMPL_area_leaders="nand2_1, nor2b_1, buf_2"
export IMPL_yosys_stat_area_um2=196.4
export IMPL_die_w_um=80
export IMPL_p_per_area_mw_per_mm2=302.5
export IMPL_postSynthSeqShare_pct=0
export IMPL_power_leakage_uw=0.0001970
export IMPL_flop_area_um2=0
export IMPL_crit_fanout=7
export IMPL_fp_row_count=21
export IMPL_gr_total_overflow=0
export IMPL_diodes=0
export IMPL_hpwl_um=645.7
export IMPL_port_buffers=11
export IMPL_arrival_ps=1010
export IMPL_wire_per_inst_um=8.424
export IMPL_setup_ws_ps=26.97
export IMPL_worstSetupPathType="in -> out"
export IMPL_syn2layout_area_growth_pct=136.3
export IMPL_fill_cells=401
export IMPL_routed_wl_um=834
export IMPL_drv_cap=0
export IMPL_nClkBuffers=0
export IMPL_via_count=288
export IMPL_antenna_left=0
export IMPL_die_h_um=80
export IMPL_synth_cell_types=20
export IMPL_utilization_pct=13.59
export IMPL_antenna_found_initial=0
export IMPL_hold_viol=0
export IMPL_tool_warnings=33
export IMPL_fp_util_pct=5.751
export IMPL_hold_path_class="in -> out"
export IMPL_grt_start_max_net_pins=10
export IMPL_yosysTopAreaCell="nand2_1"
export IMPL_setup_viol=0
export IMPL_power_total_uw=140.4
[cells by family (layout without fill, tap and decap cells)]
group	Yosys count	in the layout	synth area share, %
multiplexers	1	1	5.732
buffers and inverters	5	24	15.28
AND-OR/OR-AND	11	11	34.39
AND/OR/NAND/NOR	16	16	40.13
XOR/XNOR	1	1	4.459
[worst max-delay path, stage by stage]
cell     delay (ps)
buf_6           100
buf_6           130
xnor2_2         120
a22oi_1         190
o21ai_1         100
buf_2           120
[power by group]
group	internal [µW]	leakage, µW	total (µW)	switching [µW]
Clock	0	0	0	0
Sequential	0	0	0	0
Combinational	82.9	0.000197	140	57.5
Total	82.9	0.000197	140	57.5
[path summary, 6_finish.rpt]
path / startpoint / to / slack [ps] / cells past startpoint
max: s[0] / l[0] / 30 / 6
min: s[0] / l[3] / 870 / 4
[cell usage after synthesis]
cell      instances
o22ai_1           2
o21ai_0           1
inv_2             1
mux2_1            1
a22oi_1           1
buf_2             3
xnor2_1           1
nor2b_1           3
buf_6             1
o21ai_1           3
a211oi_1          1
nand2b_1          1
nor2_1            3
nor3b_1           1
or3_1             1
nand3_1           1
a31oi_1           2
nor3_1            1
nand2_1           5
o21a_1            1
[metrics by stage]
stage	hold slack (ps)	TNS [ps]	std cells
after floorplan	600.6	0	34
after global placement	1621	-5735	96
after detailed placement	1606	-5693	96
after CTS	883.7	0	98
after global routing	890.6	-85.91	99
final	865.8	0	99
[cell type report]
cell class	instances	share of cell area, %
inverter	1	0.8086
timing repair buffer	23	39.62
tap	46	12.40
multi-input combinational	29	47.17
[metal layers]
metal	up-vias	track usage, %	wire length, µm
met3	0	0.1136	19
li1	160	-	-
met5	-	0	0
met1	121	4.351	478
met2	7	3.050	336
met4	0	0	0
[repair_timing]
action | 4_1_cts | 5_1_grt
gates resized | 52 | 11
hold buffers | 0 | 0
pin swaps | 5 | 3
endpoints found under the setup margin | 7 | 5
setup buffers | 2 | 1
No activity file was given, so power comes from the tool's default toggle rates.
