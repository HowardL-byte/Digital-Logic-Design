## flow/config.mk

```make
export PLATFORM = sky130hd
export DESIGN_NAME = ClkDivider
export DESIGN_NICKNAME = ClkDivider
export VERILOG_FILES = /design/flow/design.v
export SDC_FILE = /design/flow/constraint.sdc
export NUM_CORES = 4
export LEC_CHECK = 1
export CORE_AREA = 10 10 103 103
export DIE_AREA = 0 0 113 113
```

## flow/constraint.sdc

```tcl
current_design ClkDivider

set clk_period 3.5
set clk_io_pct 0.2

create_clock -name clk0 -period $clk_period [get_ports {Cin}]

set non_clock_inputs [all_inputs -no_clocks]
set_input_delay [expr $clk_period * $clk_io_pct] -clock clk0 $non_clock_inputs
set_output_delay [expr $clk_period * $clk_io_pct] -clock clk0 [all_outputs]
```

## flow/design.v

```verilog
module ClkDivider(Cin,Cout);
input Cin;
output reg Cout;
reg[31:0] Count = 32'd0;
parameter T = 25000000;  				 
always @(posedge Cin) begin
    if (Count >= T-1) begin          
        Count <= 32'd0;
        Cout  <= ~Cout;                     
    end else begin
        Count <= Count + 32'd1;
    end
end
endmodule
```

## flow/run.sh

```bash
#!/bin/bash
# OpenROAD 26Q1-2900-gdf79404cd8, Yosys 0.63+post, stock flow scripts
make -C /OpenROAD-flow-scripts/flow DESIGN_CONFIG=/design/flow/config.mk WORK_HOME=/design/flow/orfs finish
```

==> run summary <==
Notes on the flow outputs.

- The total inserted antenna cells reads 0.
- On the final layout, the worst clock skew is 0.00759 ns.
- After synthesis, the cell types taking the most area are dfxtp_1 45%, nor3_1 6.0%, xnor2_1 4.9%.
- Measured against its own limit, the worst slew margin works out to between 50% and 60%.
- The number of global-route vias before repair is approximately 970.
- The post-DP HPWL reads approximately 1900 um.
- The maximum operating frequency is around 460 MHz.
- The static power due to leakage is a little under 0.0005 uW.
- The highest ir drop seen on vdd is around 140 uV.
- For reference, the mux area share after synthesis is 0%.
- The number of gates resized after CTS reads 0.
- The die height is 113 um.
- Cell internal power was estimated by the tool at about 540 uW.
- Looking at the power breakdown, combinational cells take 0.8% of the total.
- Yosys reported that registers with async set or reset make up 0%.
- Looking at the post-CTS report, the setup buffer insertion count equals 0.
- The area growth from synthesis to layout reads 18.2%.
- Post-synth the commonest register cell is dfxtp_1.
- The number of remaining DRC errors is 0.
- The reg2reg setup slack is roughly 1.3 ns.
- The total global routing track utilization is 4.07%.
- The top cell type by area accounts for 44.9% of the synthesized area.
- The total standard cell area after synthesis reads between 1000 and 1500 um^2.
- The sum of negative setup slack reads 0 ns.
- The post-synthesis cell count is approximately 150.
- The worst hold path startpoint reads Count[0]$_SDFF_PP0_.
- The post-synthesis xor/xnor area fraction is under 10%.
- The tree built by TritonCTS fans out to 33 sinks.
- The max-slew violation count reads 0.
- The worst hold-check slack is about 0.48 ns.
- At the pin with the least slew margin, the transition time is around 0.73 ns.
- The number of unique standard cell types used by synthesis is 39.
- Sorting the synthesis cell report by count puts at the top dfxtp_1.
- Once synthesis finished, the tally of register bits stood at 33.
- The share of synthesized cell area in and, or, nand and nor gates reads a little under 30%.
- The library cell used as clock root buffer is clkbuf_8.
- The kind of launch point of the worst setup path reads a register.
- Yosys stat counts ~150 cells in the synthesized netlist.
- The wire length of the first global-routing pass is ~4500 um.
- The critical path in the final layout is reported with a setup slack of roughly 1.3 ns.
- The number of CTS-inserted buffers reads 5.
- The number of warnings the tools reported reads 25.
- The number of hold violations in the final report reads 0.
- Across the run, the number of max-cap violations was 0.
- Setup repair after global routing left no endpoint under its margin.
- The fraction of the core area occupied by cells at floorplan reads ~17%.
- Timing analysis after detailed placement gives a worst setup slack of 1.33 ns.
- The classification of the worst-slack hold path is reg -> reg.
- The area figure in the yosys stat output is 1430 um^2.
- By count the netlist is led by 32 x dfxtp_1, 17 x nor3_1, 13 x nand2_1, 8 x a211oi_1, 8 x xnor2_1.
- The clock transition at the registers of the reported paths is about 0.07 ns.
- The core region is ~8300 um^2.
- The number of warnings reported in the yosys synthesis log is 1.
- Per the GRT congestion report, total overflow comes to 0.
- The data arrival time reported for the critical path is 2.36 ns.
- A synthesized cell averages roughly 9.4 um^2.
- The area fraction in full adders, half adders and majority gates is less than 1%.
- Looking at the reg2reg group, the worst path ends at Count[22]$_SDFF_PP0_.
- The share of the clock period used by the worst path after layout is 61.8%.
- The cell depth of the worst min-delay path is 1.
- The floorplan has 33 rows.
- The die width is ~110 um.
- The share of cells above drive strength 1 is about a tenth.
- The placement summary gives the final routability congestion estimate as approximately 0.83.
- The routed wire length per instance is approximately 9.7 um.
- The clock latency of the later-clocked register in the worst-skew pair is between 0.2 and 0.3 ns.
- The number of hold buffers added after CTS was 0.
- The detailed-router iteration count before antenna repair is 4.
- The hold path endpoint is Count[0]$_SDFF_PP0_.
- The initial antenna violation count reads 0.
- Per the detail_route report, vias per standard cell equal about 4.1.
- The clock passes through at most 2 buffers.
- The number of flops mapped to enable cells by yosys is 1.
- The top-level I/O count is 2.
- The run finished with clean final reports.
- The script computed a power per unit cell area of between 300 and 400 nW/um^2.
- The endpoint kind of the worst setup timing path reads a register.
- The maximum number of pins on one net before global-route repair is 15.
- For reference, compound AND-OR and OR-AND cells occupy 12.1% of the area reported after synthesis.
- The most area-hungry cell type in the Yosys netlist is dfxtp_1.
- The area of the die reads about 13000 um^2.
- The worst endpoint required time is around 3.7 ns.
- The routed wire length reads between 2000 and 3000 um.
- The DRC violation total after the first TritonRoute iteration reads ~100.
- Per the post-route antenna check, the number of violating nets is 0.
- The cell count of the worst reg-to-reg path is 5.
- The switching power share of the total is 19.2%.
- The via count reads approximately 1100.
- The final period demand of the worst path is ~2.2 ns.
- The type of the setup path with the least slack is reg -> reg.
- The H-tree was split into 2 levels.
- Looking at the reg2reg group, the worst path starts from Count[0]$_SDFF_PP0_.
- Among the non-sequential cells, simple AND/OR/NAND/NOR gates take the most area.
- The clock network is responsible for approximately two fifths of the overall power.
- The highest net fanout along the worst path reads 5.
- The sequential area share after synthesis is roughly 47%.
- The switching component of the power reads ~130 uW.
- The CTS tree is built.
- The count of buffers added on input and output ports is 1.
- The flow reports that sequential cells draw between 50% and 60% of the design power.
- From the final report, the count of setup violators was given as 0.
[cell type report]
cell class	count	area (um^2)
clock buffer	7	86.3
multi-input combinational	114	754
tap	105	131
inverter	5	18.8
fill	872	6610
timing repair buffer	3	25.0
sequential	33	671
[sequential cells by signal, indices dropped and copies added (netlist names)]
register  count
Count        32
Cout          1
[per-layer routing]
metal	routed length, um	share of wire (%)	global-route usage, %
met5	0	0	0
met3	157	6.1	1.18
met4	23	0.89	0.592
met2	1040	40	5.72
met1	1370	53	6.13
[worst max-delay path, stage by stage, from the launching register on]
cell and delay, ns:
dfxtp_1 0.36, ha_1 0.24, nand4_2 0.17, or4_4 0.61, or4_1 0.47, a211oi_1 0.23
[worst max-delay path by stage]
stage | from | end | slack [ns] | cells past startpoint
6_report | Count[0]$_SDFF_PP0_ | Count[22]$_SDFF_PP0_ | 1.34 | 5
5_1_grt | Count[26]$_SDFF_PP0_ | Count[20]$_SDFF_PP0_ | 1.11 | 5
4_1_cts | Count[0]$_SDFF_PP0_ | Count[9]$_SDFF_PP0_ | 1.33 | 6
[logic make-up (layout without fill, tap and decap cells)]
| group | after synthesis | in the layout |
|---|---|---|
| XOR/XNOR | 12 | 12 |
| AND-OR/OR-AND | 24 | 24 |
| adder cells (fa/ha/maj) | 1 | 1 |
| other | 1 | 7 |
| flip-flops | 33 | 33 |
| buffers and inverters | 10 | 15 |
| AND/OR/NAND/NOR | 70 | 70 |
[cells in the final DEF (no fill, tap or decap), drive strengths merged, types with 4 or more instances in the layout]
master	Yosys	layout
dfxtp	32	32
nor3	17	17
nand2	13	13
a211oi	9	9
xnor2	8	8
conb	1	7
clkbuf	4	7
o21ai	6	6
inv	5	5
nor4	5	5
or4	5	5
nand4	5	5
xor2	4	4
or3	4	4
nand3	4	4
[per-stage QoR]
step           instance area, um^2  total power (uW)  instances  util, %
3_3_place_gp                  1600               399        260     19.3
4_1_cts                       1690               678        267     20.3
6_report                      1690               671        267     20.3
5_1_grt                       1690               698        267     20.3
2_1_floorplan                 1450               395        157        -
3_5_place_dp                  1600               399        260     19.3
[power by group through the flow]
stage | Clock [uW] | Combinational (uW) | Sequential [uW]
4_1_cts | 287 | 5.54 | 385
5_1_grt | 306 | 6.13 | 386
6_report | 280 | 5.34 | 385
Power figures rest on the tool's default switching activity, not on a simulated workload.
