[./design.v]
module seven_segment_decoder(
input [3:0] in,
output [6:0] out
);
wire w = in[3];
wire x = in[2];
wire y = in[1];
wire z = in[0];
assign out[0] = (~w & ~x & ~y & z) | (~w & x & ~y & ~z) | (w & ~x & y & z) | (w & x & ~y & z);
assign out[1] = (w & x & ~y & ~z) | (~w & x & ~y & z) | (w & y & z) | (w & x & y) | (x & y & ~z);
assign out[2] = (~w & ~x & y & ~z) | (w & x & ~y & ~z) | (w & x & y & ~z) | (w & x & y & z);
assign out[3] = (~w & ~x & ~y & z) | (~w & x & ~y & ~z) | (~w & x & y & z) | (w & ~x & y & ~z) | (w & x & y & z);
assign out[4] = (~w & ~x & ~y & z) | (~w & ~x & y & z) | (~w & x & ~y & ~z) | (~w & x & ~y & z) | (~w & x & y & z) | (w & ~x & ~y & z);
assign out[5] = (~w & ~x & ~y & z) | (~w & ~x & y & ~z) | (~w & ~x & y & z) | (~w & x & y & z) | (w & x & ~y & z);
assign out[6] = (~w & ~x & ~y & ~z) | (~w & ~x & ~y & z) | (~w & x & y & z) | (w & x & ~y & ~z);
endmodule
module Lab3(
input [9:0] SWITCHES,     
output [6:0] DISP_A,      
output [6:0] DISP_B,      
output [6:0] DISP_SIGN,   
output [6:0] DISP_OUT     
);
wire [3:0] input_x = SWITCHES[3:0];  
wire [3:0] input_y = SWITCHES[7:4];  
wire operation = SWITCHES[8];        
wire [3:0] final_result;
wire carry_out;
four_bit_adder_subtractor adder_subtractor_instance (
.input_x(input_x),
.input_y(input_y),
.operation(operation),
.final_result(final_result),
.carry_out(carry_out)
);
seven_segment_decoder seg_decoder_x (
.in(input_x),
.out(DISP_A)
);
seven_segment_decoder seg_decoder_y (
.in(input_y),
.out(DISP_B)
);
reg [6:0] disp_sign_value;
reg [3:0] disp_out_value;
always @(*) begin
if (operation == 0) begin  
    disp_out_value = final_result;
    if (carry_out == 1)
        disp_sign_value = 7'b1111001;  
    else
        disp_sign_value = 7'b1111111;  
end else begin
    if (carry_out == 1) begin
        disp_sign_value = 7'b1111111;  
        disp_out_value = final_result;  
    end else begin
        disp_sign_value = 7'b0111111;  
        disp_out_value = ~final_result + 1;  
    end
end
end
seven_segment_decoder seg_decoder_result (
.in(disp_out_value),
.out(DISP_OUT)
);
assign DISP_SIGN = disp_sign_value;
endmodule
module four_bit_adder_subtractor(
input [3:0] input_x,
input [3:0] input_y,
input operation,
output [3:0] final_result,
output carry_out
);
wire carry1, carry2, carry3;
wire [3:0] mod_input_y;
assign mod_input_y = input_y ^ {4{operation}};
full_adder FA0 ( 
.A(input_x[0]),
.B(mod_input_y[0]),
.Cin(operation),
.Sum(final_result[0]),
.Cout(carry1)
);
full_adder FA1 (
.A(input_x[1]),
.B(mod_input_y[1]),
.Cin(carry1),
.Sum(final_result[1]),
.Cout(carry2)
);
full_adder FA2 (
.A(input_x[2]),
.B(mod_input_y[2]),
.Cin(carry2),
.Sum(final_result[2]),
.Cout(carry3)
);
full_adder FA3 (
.A(input_x[3]),
.B(mod_input_y[3]),
.Cin(carry3),
.Sum(final_result[3]),
.Cout(carry_out)
);
endmodule
module full_adder(
input A,
input B,
input Cin,
output Sum,
output Cout
);
assign Sum = A ^ B ^ Cin;  
assign Cout = (A & B) | (B & Cin) | (A & Cin);  
endmodule
[./run.sh]
#!/bin/bash
# OpenROAD 26Q1-2900-gdf79404cd8, Yosys 0.63+post, stock flow scripts
make -C /OpenROAD-flow-scripts/flow DESIGN_CONFIG=/design/flow/config.mk WORK_HOME=/design/flow/orfs finish
[./config.mk]
export PLATFORM = sky130hd
export DESIGN_NAME = Lab3
export DESIGN_NICKNAME = Lab3
export VERILOG_FILES = /design/flow/design.v
export SDC_FILE = /design/flow/constraint.sdc
export NUM_CORES = 4
export LEC_CHECK = 1
export CORE_AREA = 10 10 73 73
export DIE_AREA = 0 0 83 83
[./constraint.sdc]
current_design Lab3

set clk_period 4.5
set clk_io_pct 0.2

create_clock -name clk0 -period $clk_period

set non_clock_inputs [all_inputs -no_clocks]
set_input_delay [expr $clk_period * $clk_io_pct] -clock clk0 $non_clock_inputs
set_output_delay [expr $clk_period * $clk_io_pct] -clock clk0 [all_outputs]
==> flow_metrics.tcl <==
# collected from the flow reports
set metrics [dict create \
    gp_congestion 0.771 \
    critPathKind "input pin to output port" \
    coreArea_sq_um 3740 \
    synthesis.instances 122 \
    timing.critical_path.mode_cell "sky130_fd_sc_hd__fa_2" \
    cap_viol_max_count 0 \
    floorplan.io_pins 38 \
    antenna_cells_inserted 0 \
    synth_chip_area_sq_um 792 \
    clock_buffers 0 \
    yosys-top-cells-area "sky130_fd_sc_hd__a21oi_1 (9.5%), sky130_fd_sc_hd__fa_1 (7.6%), sky130_fd_sc_hd__o21ai_0 (7.0%)" \
    grt_antenna_before_repair 0 \
    floorplan.die_area_sq_um 6890 \
    share_seq_of_total_power 0 \
    via_count_of_the_first_global_routing_pass 884 \
    detail-route-antenna-nets 0 \
    final_cell_utilization_of_the_core 0.361 \
    switching_share 0.432 \
    hold_violation_total_from_the_final_report 0 \
    critical_path.cell_chain "dlygate4sd2_1, mux2_4, fa_2, fa_2, inv_2, fa_2, buf_6, xor2_4, buf_4, nand3_1, o211ai_1, dlygate4sd2_1" \
    final-seq-area_sq_um 0 \
    power_leakage_nw 0.571 \
    drt-total-wl_microns 2370 \
    synth-seq-area-share 0 \
    route.detailed.drc 0 \
    vdd_ir_drop_max_v 0.0000781 \
    yosys.cell_types.count 40 \
    tightest_hold_check_type "input pin to output port" \
    dieHeight_microns 83 \
    detailedPlacementHpwl_microns 1890 \
    worstPathMaxFanout 7 \
    status "completed" \
    area_delta_synth_final_pct 70.6 \
    cell_internal_pwr_w 0.000187 \
    power.combinational.fraction 1.000 \
    global_route.usage.total 0.0624 \
    fill_cells 425 \
    wire_length_of_the_first_global_routing_pass_microns 3950 \
    report.final.setup_viol 0 \
    clkPwrFrac 0 \
    drv_slew 0 \
    finalWorstPathRequiredPeriod_ps 4420 \
    grt_max_degree 14 \
    critical-path-max-stage-delay_ps 460 \
    cp_data_required_time_ps 3600 \
    final_worst_path_period_share 0.981 \
    end_kind "output port" \
    die_w_microns 83 \
    fp_util 0.212 \
    core.rowCount 22 \
    holdWs_ps 2650 \
    routed_wire_length_per_instance_microns 11.0 \
    unrepaired_setup_endpoints_after_global_routing "true" \
    slowest_stage "sky130_fd_sc_hd__fa_2" \
    clock.fmax_ghz 0.226 \
    power_density_nw_per_um2 244 \
    vias_per_cell 4.43 \
    netsw_w 0.000143 \
    synth-warning-count 1 \
    synth.yosys.num_cells 122 \
    syn_area_per_cell_sq_um 6.49 \
    worstSetupStartpointType "input pin" \
    cp.arrival_ps 3520 \
    sequential_cell_total 0 \
    post_synth_design_cell_area_sq_um 792 \
    post_route_cells_drive_above_1_share 0.257 \
    drtPass1Iterations 4 \
    number_of_warnings_the_tools_reported 34 \
    drt_iter0_markers 19 \
    port_buffers 33 \
    total_overflow_reported_by_the_global_router 0 \
    yosys.area.top_type_share 0.0948 \
    synthDominantAreaCellType "sky130_fd_sc_hd__a21oi_1" \
    vias 953 \
]
-- repair_timing --
action,4_1_cts,5_1_grt
hold buffers,0,0
setup endpoints to repair,7,5
pin swaps,8,2
resized,29,6
setup buffers,2,0
-- power by group through the flow --
| stage | clock, W | combinational [W] | sequential [W] |
|---|---|---|---|
| CTS | 0 | 0.000319 | 0 |
| global route | 0 | 0.000366 | 0 |
| finish | 0 | 0.000330 | 0 |
-- logic make-up (layout without fill, tap and decap cells) --
family,count (synthesis),count (layout),synth area share
compound gates,46,46,0.352
xor+xnor,9,9,0.142
fa+ha+maj,5,5,0.104
buf+inv,22,64,0.130
mux,5,5,0.0711
other cells,1,4,0.00473
simple gates,34,34,0.196
-- metrics by stage --
| step | total power, W | setup slack (ps) | TNS (ps) | cell area, sq um | instances |
|---|---|---|---|---|---|
| floorplan | 0.000156 | 182 | 0 | 803 | 125 |
| global placement | 0.000315 | -674 | -4310 | 1280 | 213 |
| detailed placement | 0.000315 | -673 | -4330 | 1280 | 213 |
| CTS | 0.000319 | 31.9 | 0 | 1320 | 215 |
| global route | 0.000366 | -41.8 | -67.6 | 1350 | 215 |
| finish | 0.000330 | 83.6 | 0 | 1350 | 215 |
-- final timing paths --
| kind | from | slack, ps | cells after the start | end |
|---|---|---|---|---|
| hold / removal | SWITCHES[8] | 2650 | 4 | DISP_SIGN[2] |
| setup / recovery | SWITCHES[0] | 80 | 12 | DISP_OUT[0] |
-- cell usage in the layout (no fill, tap or decap), types with 2 or more instances in the layout --
cell / instances
sky130_fd_sc_hd__a21o_1: 2
sky130_fd_sc_hd__a21oi_1: 15
sky130_fd_sc_hd__a31oi_1: 2
sky130_fd_sc_hd__buf_4: 20
sky130_fd_sc_hd__buf_6: 3
sky130_fd_sc_hd__clkdlybuf4s50_1: 21
sky130_fd_sc_hd__conb_1: 4
sky130_fd_sc_hd__dlygate4sd2_1: 9
sky130_fd_sc_hd__fa_2: 3
sky130_fd_sc_hd__inv_1: 6
sky130_fd_sc_hd__inv_2: 2
sky130_fd_sc_hd__mux2_4: 2
sky130_fd_sc_hd__mux2i_1: 2
sky130_fd_sc_hd__nand2_1: 8
sky130_fd_sc_hd__nand2b_1: 2
sky130_fd_sc_hd__nand3_1: 7
sky130_fd_sc_hd__nor2_1: 9
sky130_fd_sc_hd__nor3_1: 2
sky130_fd_sc_hd__o211ai_1: 3
sky130_fd_sc_hd__o21ai_0: 11
sky130_fd_sc_hd__o21ai_1: 3
sky130_fd_sc_hd__o22ai_1: 2
sky130_fd_sc_hd__o31ai_1: 2
sky130_fd_sc_hd__xnor2_1: 2
sky130_fd_sc_hd__xnor2_2: 2
sky130_fd_sc_hd__xor2_2: 3
-- synthesized netlist by cell type, drive strengths merged --
library cell and count:
ha 1, or2 1, nand3 7, nand4 1, o22ai 2, xor2 5
o31ai 2, conb 1, o32ai 1, o31a 1, mux2i 3, o21a 1
fa 3, nor3 2, clkbuf 8, nor2b 1, a21oi 16, a21o 2
a211oi 1, buf 6, nand2b 2, nor2 10, nand3b 1, nand2 9
o211ai 3, o21ai 14, maj3 1, xnor2 4, mux2 2, a21boi 1
inv 8, a31oi 2
-- cell type report --
class	instances	area [sq um]	share of cell area
well taps	48	60.1	0.0444
inverters	8	30.0	0.0222
multi-input cells	103	762	0.564
repair buffers	56	499	0.369
-- layer usage --
layer	vias up	GRT usage	share of wire
met5	-	0	0
met4	0	0	0
met3	0	0.0295	0.10
met2	21	0.102	0.44
met1	423	0.0771	0.46
li1	509	-	-
-- critical path, delay by kind of cell --
| kind | cells | cell delay [ps] |
|---|---|---|
| buffers and inverters | 5 | 830 |
| adder cells (fa/ha/maj) | 3 | 1140 |
| XOR/XNOR | 1 | 240 |
| multiplexers | 1 | 260 |
| AND-OR/OR-AND | 1 | 80 |
| AND/OR/NAND/NOR | 1 | 60 |
No activity file was given, so power comes from the tool's default toggle rates.
